File: design/flow/config.mk
export PLATFORM = sky130hd
export DESIGN_NAME = I2cInitializer
export DESIGN_NICKNAME = I2cInitializer
export VERILOG_FILES = /design/flow/design.v
export SDC_FILE = /design/flow/constraint.sdc
export NUM_CORES = 4
export LEC_CHECK = 1
export CORE_UTILIZATION = 30
File: design/flow/constraint.sdc
current_design I2cInitializer

set clk_period 14.6
set clk_io_pct 0.2

create_clock -name clk0 -period $clk_period [get_ports {i_clk}]

set non_clock_inputs [all_inputs -no_clocks]
set_input_delay [expr $clk_period * $clk_io_pct] -clock clk0 $non_clock_inputs
set_output_delay [expr $clk_period * $clk_io_pct] -clock clk0 [all_outputs]
File: design/flow/run.sh
#!/bin/bash
# OpenROAD 26Q1-2900-gdf79404cd8, Yosys 0.63+post, stock flow scripts
make -C /OpenROAD-flow-scripts/flow DESIGN_CONFIG=/design/flow/config.mk WORK_HOME=/design/flow/orfs finish
File: design/flow/design.v
module I2cInitializer(
    input  i_rst_n,
    input  i_clk,
    input  i_start,
    output o_finished,
    output o_sclk,
    output  o_sdat,
    output o_oen
);
localparam [239:0] setting = {
    24'b00110100_000_1001_0_0000_0001,
    24'b00110100_000_1000_0_0001_1001,
    24'b00110100_000_0111_0_0100_0010,
    24'b00110100_000_0110_0_0000_0000,
    24'b00110100_000_0101_0_0000_0000,
    24'b00110100_000_0100_0_0001_0101,
    24'b00110100_000_0011_0_0111_1001,
    24'b00110100_000_0010_0_0111_1001,
    24'b00110100_000_0001_0_1001_0111,
    24'b00110100_000_0000_0_1001_0111
};
localparam IDLE = 0;
localparam START = 1;
localparam SEND_DATA = 2;
localparam FINISH  = 3;
localparam S_STOP = 4;
localparam UPDATE = 0;
localparam READ = 1;
localparam DOWN = 2;
logic [2:0] state, state_nxt;
logic [2:0] substate, substate_nxt;
logic [239:0] data, data_nxt;
logic oen;
logic sdat, sdat_nxt;
logic sclk, sclk_nxt;
logic finish, finish_nxt;
logic [4:0] datatype, datatype_nxt;  
logic [4:0] bitCounter, bitCounter_nxt;  
assign o_finished = finish;
assign o_sclk = sclk;
assign o_sdat = sdat;
assign o_oen = oen;
always_comb begin
	state_nxt = state;
	data_nxt = data;
	sdat_nxt = sdat;
	sclk_nxt = sclk;
	substate_nxt = substate;
	finish_nxt = 0;
	oen = 1;
	datatype_nxt = 0;
	bitCounter_nxt = 0;
	case(state)
		IDLE: begin
			if(i_start) begin
				state_nxt = START;
				data_nxt = setting;
				sclk_nxt = 1;
				sdat_nxt = 0;
				substate_nxt = UPDATE;
			end
			finish_nxt = 0;
			oen = 1;
			datatype_nxt = 0;
			bitCounter_nxt = 0;
		end
		START: begin
			state_nxt = SEND_DATA;
			data_nxt = data << 1;
			sdat_nxt = data[239];
			sclk_nxt = 0;
			substate_nxt = UPDATE;
			finish_nxt = finish;
			oen = 1;
			datatype_nxt = 0;
			bitCounter_nxt = 0;
		end
		SEND_DATA: begin
			if(datatype < 5'd3) begin
				case(substate)
					UPDATE: begin
						bitCounter_nxt = bitCounter;
						datatype_nxt = datatype;
						sdat_nxt = sdat;
						sclk_nxt = 1;
						substate_nxt = READ;
						data_nxt = data;
					end
					READ: begin
						bitCounter_nxt = bitCounter;
						datatype_nxt = datatype;
						sdat_nxt = sdat;
						sclk_nxt = 0;
						substate_nxt = DOWN;
						data_nxt = data;
					end
					DOWN: begin
						bitCounter_nxt = (bitCounter==5'd8)? 0:bitCounter + 5'd1;
						datatype_nxt = (bitCounter==5'd8)? datatype+5'd1:datatype;
						sdat_nxt = data[239];
						sclk_nxt = 0;
						substate_nxt = UPDATE;
						data_nxt = (bitCounter==5'd7)? data: ((bitCounter==5'd8)&&(datatype==5'd2))? data: data << 1;
					end
				endcase
				oen = (bitCounter==5'd8)? 0:1;
				state_nxt = state;
				finish_nxt = 0;
			end
			else begin
				bitCounter_nxt = 5'd8;
				datatype_nxt = 0;
				sdat_nxt = 0;
				sclk_nxt = 1;
				substate_nxt = UPDATE;
				data_nxt = data;
				oen = 1;
				state_nxt = FINISH;
				finish_nxt = 0;
			end
		end
		FINISH: begin
			bitCounter_nxt = 0;
			datatype_nxt = 0;
			oen = 1;
			data_nxt = data;
			finish_nxt = 0;
			if(sdat == 0 && sclk == 1 && bitCounter == 5'd8) begin
				sdat_nxt = 1;
				sclk_nxt = 1;
				state_nxt = FINISH;
				substate_nxt = READ;
				bitCounter_nxt = 0;
			end
			else if(sdat == 1 && sclk == 1) begin
				sdat_nxt = 0;
				sclk_nxt = 1;
				state_nxt = FINISH;
			end
			else if(sdat == 0 && sclk == 1 && bitCounter == 0) begin
				sdat_nxt = 0;
				sclk_nxt = 0;
				state_nxt = S_STOP;
				substate_nxt = UPDATE;
			end
		end
		S_STOP: begin
			if(data!=240'd0) begin
				state_nxt = SEND_DATA;
				data_nxt = data << 1;
				sdat_nxt = data[239];
				sclk_nxt = 0;
				finish_nxt = 0;
				oen = 1;
				datatype_nxt = 0;
				bitCounter_nxt = 0;
			end
			else begin
				state_nxt = S_STOP;
				data_nxt = data;
				sdat_nxt = 0;
				sclk_nxt = 0;
				substate_nxt = UPDATE;
				finish_nxt = 1;
				oen = 1;
				datatype_nxt = 0;
				bitCounter_nxt = 0;
			end
		end
	endcase
end
always_ff @(posedge i_clk or negedge i_rst_n) begin
	if(~i_rst_n) begin
		state <= IDLE;
		data <= setting;
		datatype <= 0;
		bitCounter <= 0;
		sdat <= 1;
		sclk <= 1;
		substate <= DOWN;
		finish <= 0;
	end 
	else begin
		state <= state_nxt;
		data <= data_nxt;
		datatype <= datatype_nxt;
		bitCounter <= bitCounter_nxt;
		sdat <= sdat_nxt;
		sclk <= sclk_nxt;
		substate <= substate_nxt;
		finish <= finish_nxt;
	end
end
endmodule
==> run summary <==
number of distinct standard cells referenced by the synthesized netlist: 45
maximum root-to-sink buffer count: 3
maximum fanout along the worst path: 49
max-slew headroom at the worst pin: 46.9%
total number of placement rows: 73
area inside the core boundary: 0.0396 sq mm
dominant combinational cell family by area after synthesis: multiplexers
Crit path required time: 15.02 ns
clock sinks: 261
number of global-route vias before repair: 7622
H-tree lvl count: 1
MUX area fraction: 20.5%
clock-pin slew on the worst setup and hold paths: 0.06 ns
number of CTS-inserted buffers: 28
run status: complete, no violations
cell area after placement: 0.0126 sq mm
total number of vias: 7666
Post-synth EDFFs: 0
gate count of the mapped netlist: 1158
largest net degree at the start of global routing: 115
aoi/oai-family share of the synthesized area: 2.40%
Die Ht: 202 um
antenna violations before repair: 0
First DRT Iteration DRCs: 456
RSZ-0062 raised after global routing: no
global-route wire length before repair: 38600 um
final critical path time including I/O delays and setup: 5.77 ns
yosys cell count: 1158
# DRC: 0
top logic cells by instance count in the layout: 186 x sky130_fd_sc_hd__inv_1, 183 x sky130_fd_sc_hd__dfrtp_1, 181 x sky130_fd_sc_hd__mux2i_1
layout-stage area growth over the synthesis result: 12.8%
worst-margin pin slew: 0.796 ns
Root Driver: sky130_fd_sc_hd__clkbuf_16
total inserted antenna cells: 0
hold buffer count at CTS: 0
post-detailed-route via-to-cell ratio: 4.52
total length of routed wires: 22100 um
buffers inserted during post-CTS setup optimization: 0
number of warnings in the stage logs: 31
post-synthesis simple-gate area fraction: 13.7%
FP Util: 30.4%
post-CTS resize count: 0
post-synthesis sequential area ratio: 55.1%
synthesized area: 0.0120 sq mm
leading register cell type out of synthesis: sky130_fd_sc_hd__dfrtp_1
setup violation total in the final timing report: 0
ys async rst share: 100%
final worst-path cycle share: 39.5%
Routed WL per cell: 13.0 um
RD Place Congestion: 0.822
clock tree from TritonCTS: built
final hold violation count: 0
power per cell area: 107 mW/mm^2
finished layout cell area: 0.0136 sq mm
post-route antenna net violation count: 0
Latency at later pin: 0.54 ns
Global Route Usage Sum: 11.5%
total of max-cap violations: 0
total negative slack: 0 ns
fraction of layout cells with a size suffix above 1: 15.0%
Synthesized registers: 261
maximum resistive drop on vdd: 0.0000748 V
start-to-end type of the worst setup path: input pin to register
port bufs: 6
post-synthesis share of cell area spent on full adders, half adders and majority gates: 0.416%
category of the worst setup path launch point: input pin
YS warnings: 1
I/O pins: 7
leftover overflow at the end of global routing: 0
Commonest Layout Cell: sky130_fd_sc_hd__inv_1
syn avg cell area: 10.4 sq um
chip area: 0.0409 sq mm
kind of end point of the critical path: register
path class of the lowest-slack min-delay path: register to register
Pre-antenna DRT Iters: 4
Final Skew: 0.0150 ns
Leak Pwr: 7.87 nW
xor and xnor area share after synthesis: 0%
post-synthesis chip area from yosys: 0.0120 sq mm
horizontal extent of the die: 202 um
layout filler cell count: 3867
max frequency: 173 MHz
Crit path arrival time: 6.19 ns
Final Slew Violations: 0
HPWL after detailed placement: 13000 um
-- worst paths after layout --
check | start | end | slack (ns) | cells after the start
min | data[140] | data[140] | 0.48 | 2
max in group asynchronous | i_rst_n | state[1] | 10.93 | 2
min reg2reg | data[140] | data[140] | 0.48 | 2
max reg2reg | data[89] | data[101] | 9.95 | 9
min in group asynchronous | i_rst_n | bitCounter[0] | 2.39 | 1
max | i_start | data[101] | 8.83 | 8
-- sequential cells by signal, summed over array words and instances, names as in the netlist --
name / cells
data: 240
state: 5
sclk: 1
substate: 3
datatype: 5
finish: 1
sdat: 1
bitCounter: 5
-- report_power, final --
part / internal (mW) / switching (mW) / leakage, nW
Combinational: 0.00150 / 0.0140 / 4.66
Sequential: 0.725 / 0.000181 / 2.75
Clock: 0.432 / 0.280 / 0.463
-- synthesized netlist by cell type, types with 2 or more instances --
master,instances,share of area (%)
sky130_fd_sc_hd__o31ai_1,3,0.19
sky130_fd_sc_hd__mux2i_1,181,15
sky130_fd_sc_hd__dfstp_2,78,17
sky130_fd_sc_hd__clkbuf_1,31,0.97
sky130_fd_sc_hd__nor3_1,5,0.21
sky130_fd_sc_hd__dfrtp_1,183,38
sky130_fd_sc_hd__or3b_2,2,0.15
sky130_fd_sc_hd__inv_1,186,5.8
sky130_fd_sc_hd__and2_1,3,0.16
sky130_fd_sc_hd__nor2b_1,5,0.26
sky130_fd_sc_hd__a31oi_1,2,0.10
sky130_fd_sc_hd__mux2_2,38,3.6
sky130_fd_sc_hd__nor4_1,65,3.4
sky130_fd_sc_hd__mux2_1,20,1.9
sky130_fd_sc_hd__ha_1,4,0.42
sky130_fd_sc_hd__o21a_1,3,0.19
sky130_fd_sc_hd__buf_2,24,1.0
sky130_fd_sc_hd__buf_4,2,0.12
sky130_fd_sc_hd__o32ai_1,2,0.15
sky130_fd_sc_hd__nor2_1,124,3.9
sky130_fd_sc_hd__nand3_1,5,0.21
sky130_fd_sc_hd__nand2_1,138,4.3
sky130_fd_sc_hd__o21ai_0,14,0.58
sky130_fd_sc_hd__nand4_1,17,0.88
sky130_fd_sc_hd__a21oi_1,3,0.12
-- kinds of logic after synthesis --
logic type	count (synthesis)
AOI/OAI and AO/OA	41
adders and majority gates	4
buffers and inverters	243
DFF	261
muxes	239
other	1
and+or+nand+nor	369
-- worst max-delay path: stages --
cell and delay (ns):
sky130_fd_sc_hd__clkdlybuf4s50_1 0.42, sky130_fd_sc_hd__nor2b_1 0.27, sky130_fd_sc_hd__a2111oi_1 0.13, sky130_fd_sc_hd__o21ai_4 0.08
sky130_fd_sc_hd__buf_4 0.47, sky130_fd_sc_hd__buf_4 0.69, sky130_fd_sc_hd__buf_4 0.74, sky130_fd_sc_hd__mux2_2 0.41
-- metal layers --
layer | vias up | part of all wire (%) | GRT usage, %
met5 | - | 0 | 0
li1 | 3777 | - | -
met4 | 0 | 1.9 | 2.28
met1 | 3785 | 52 | 19.0
met2 | 67 | 43 | 16.4
met3 | 37 | 3.4 | 1.98
-- cell type report --
type / instances / area [sq um] / share of cell area, %
flip-flops and latches: 261 / 6630 / 48.8
multi-input cells: 655 / 4480 / 33.0
clock buffers: 49 / 901 / 6.63
inverters: 186 / 698 / 5.14
well taps: 525 / 657 / 4.84
repair buffers: 17 / 173 / 1.27
clock inverters: 3 / 40.0 / 0.295
-- metrics by stage --
stage          power (mW)  utilization (%)  hold WS, ns  setup slack (ns)  std cells
2_1_floorplan       0.738                -        0.428             10.39       1159
3_3_place_gp        0.754             31.9        0.466              8.30       1644
3_5_place_dp        0.754             31.9        0.472              8.31       1644
4_1_cts              1.48             34.3        0.479              8.84       1696
5_1_grt              1.51             34.3        0.493              8.65       1696
6_report             1.45             34.3        0.479              8.83       1696
Power is estimated from default activity; no workload was simulated.

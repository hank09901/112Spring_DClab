==> design.v <==
module AudDSP(
	input i_rst_n,
	input i_clk,
	input i_start,
	input i_pause,		 
	input i_stop,		 
	input [2:0] i_speed,
	input i_fast,
	input i_slow_0,
	input i_slow_1,
	input i_daclrck,     
	input [15:0]i_sram_data,   
	input [19:0] i_stop_addr,
	output [15:0]o_dac_data,   
	output [19:0]o_sram_addr   
);
parameter S_IDLE = 2'd0;
parameter S_PLAY = 2'd1;
parameter S_PAUSE = 2'd2;
logic [1:0] state, state_next;
logic signed [15:0] dac_data_r, dac_data_w;
logic signed [15:0] prev_data_r, prev_data_w;
logic [19:0] sram_addr_r, sram_addr_w;
logic [3:0]counter_r, counter_w;
logic prev_daclrck_r, prev_daclrck_w;
logic [3:0] speed;
assign o_dac_data = (i_daclrck == 0) ? dac_data_w : 16'bZ;
assign o_sram_addr = sram_addr_w;
assign speed = i_speed + 1;
always_comb begin 
	case (state)
		S_IDLE:begin
			if (i_start) state_next = S_PLAY;
			else 		 state_next = S_IDLE;
		end
		S_PLAY: begin
			if (i_stop || (sram_addr_r >= i_stop_addr))		state_next = S_IDLE;
			else if (i_pause) 	state_next = S_PAUSE;
			else 		 	    state_next = S_PLAY;
		end
		S_PAUSE:begin
			if(i_start)     state_next = S_PLAY;
			else if(i_stop) state_next = S_IDLE;
			else			state_next = S_PAUSE;
		end					
		default: state_next = state;
	endcase
end
always_comb begin 
	prev_daclrck_w = i_daclrck;
	case(state) 
		S_IDLE:begin
			prev_data_w = 16'b0;
			counter_w = 4'b0;
			if (i_start) begin
				dac_data_w = i_sram_data;
				sram_addr_w = sram_addr_r;
			end
			else 		 begin 
				dac_data_w = 16'dZ;
				sram_addr_w = 20'd0;
			end
		end
		S_PLAY: begin
			if (i_stop || (sram_addr_r >= i_stop_addr))       begin
				dac_data_w 	= 16'dZ;
				sram_addr_w = 20'd0;
				prev_data_w = 16'b0;
				counter_w	= 4'd0;
			end
			else if (i_pause) begin
				dac_data_w 	= 16'dZ;
				sram_addr_w = sram_addr_r;
				prev_data_w = prev_data_r;
				counter_w 	= counter_r;
			end
			else begin
				if(i_slow_1)  begin
					dac_data_w =(counter_r == 4'd4)? prev_data_r :(prev_data_r * ($signed(speed) - $signed(counter_r)) + $signed(i_sram_data) * $signed(counter_r)) / ($signed(speed));
					if (counter_r > i_speed) begin
						counter_w = (prev_daclrck_r && ~i_daclrck)? 4'd1 : counter_r;
						sram_addr_w = (prev_daclrck_r && ~i_daclrck)? sram_addr_r + 20'd1 : sram_addr_r;
						prev_data_w = (~prev_daclrck_r && i_daclrck)? $signed(i_sram_data) : prev_data_r;   
					end else begin
						sram_addr_w = sram_addr_r;
						counter_w = (prev_daclrck_r && ~i_daclrck)? (counter_r + 4'd1) : counter_r;
						prev_data_w = prev_data_r;
					end
				end
				else   		  begin
					dac_data_w = i_sram_data;   
					prev_data_w = 16'b0;
					if(i_fast) begin   		 
						counter_w = 4'd0;
						sram_addr_w = (prev_daclrck_r && ~i_daclrck)? (sram_addr_r + i_speed + 20'd1) : sram_addr_r;  
					end else if(i_slow_0)begin   
						if (counter_r > i_speed) begin
							sram_addr_w = (prev_daclrck_r && ~i_daclrck)? sram_addr_r + 20'd1 : sram_addr_r;
							counter_w = (prev_daclrck_r && ~i_daclrck)? 4'd1 : counter_r;
						end else begin
							sram_addr_w = sram_addr_r;
							counter_w = (prev_daclrck_r && ~i_daclrck)? (counter_r + 4'd1) : counter_r;
						end
					end
					else begin  
                        sram_addr_w = (prev_daclrck_r && ~i_daclrck)? (sram_addr_r + 20'd1) : sram_addr_r;
                        counter_w = 4'd0;
					end
				end
			end
		end
		S_PAUSE:begin
			dac_data_w = 16'bZ;
			if(i_start)     begin
				counter_w 	= counter_r;
				prev_data_w = prev_data_r;
				sram_addr_w = sram_addr_r;
			end
			else if(i_stop ) begin
				counter_w 	= 4'd0;
				prev_data_w = 16'd0;
				sram_addr_w = 20'd0;
			end
			else			begin  
				counter_w 	= counter_r;
				prev_data_w = prev_data_r;
				sram_addr_w =sram_addr_r;
			end
		end	
		default :begin
			dac_data_w  = 16'bZ;
			counter_w   = 4'b0;
			prev_data_w = 16'd0;
			sram_addr_w = sram_addr_r;
		end
		endcase
end
always_ff @( posedge i_clk or negedge i_rst_n ) begin 
	if(~i_rst_n)begin
		state <= S_IDLE;
		sram_addr_r <= 20'd0;
		dac_data_r  <= 16'bZ;      
		prev_data_r <= 16'd0;
		counter_r 	<= 4'b0;
		prev_daclrck_r <= 0;
	end else begin
		state <= state_next;
		sram_addr_r <= sram_addr_w;
		dac_data_r  <= dac_data_w;
		prev_data_r <= prev_data_w;
		counter_r	<= counter_w;
		prev_daclrck_r <= prev_daclrck_w;
	end
end
endmodule
==> run.sh <==
#!/bin/bash
# OpenROAD 26Q1-2900-gdf79404cd8, Yosys 0.63+post, stock flow scripts
make -C /OpenROAD-flow-scripts/flow DESIGN_CONFIG=/design/flow/config.mk WORK_HOME=/design/flow/orfs finish
==> config.mk <==
export PLATFORM = sky130hd
export DESIGN_NAME = AudDSP
export DESIGN_NICKNAME = AudDSP
export VERILOG_FILES = /design/flow/design.v
export SDC_FILE = /design/flow/constraint.sdc
export NUM_CORES = 4
export LEC_CHECK = 1
export CORE_UTILIZATION = 30
==> constraint.sdc <==
current_design AudDSP

set clk_period 73.6
set clk_io_pct 0.2

create_clock -name clk0 -period $clk_period [get_ports {i_clk}]

set non_clock_inputs [all_inputs -no_clocks]
set_input_delay [expr $clk_period * $clk_io_pct] -clock clk0 $non_clock_inputs
set_output_delay [expr $clk_period * $clk_io_pct] -clock clk0 [all_outputs]
==> results.json <==
{
  "clockBufferDepth": 2,
  "hold_depth": 1,
  "core_mm2": 0.0505,
  "wire_per_inst_um": 17.0,
  "route.detailed.drc": 0,
  "drt-vias-per-instance": 5.37,
  "netlist_area_mm2": 0.0155,
  "lay_top_count": "nand2_1",
  "drive_above_1_share_pct": 4.98,
  "cpMaxStageDelayCell": "xnor3_2",
  "initial_core_util_pct": 30.6,
  "setup_violations": 0,
  "path_max_fanout": 22,
  "antenna_found_initial": 1,
  "dieArea_mm2": 0.0524,
  "cts_max_level": 2,
  "crit_top_cell": "o21a_1",
  "overflow": 0,
  "maxCapViolCount": 0,
  "critPathRequiredTime_ns": 58.88,
  "die_y_um": 229,
  "die_w_um": 229,
  "grt_usage_pct": 18.9,
  "yosysWarningCount": 8,
  "slew_viol_final": 0,
  "drt_first_pass_iters": 5,
  "drtIter0Drc": 1103,
  "synthFlopType": "dfrtp_1",
  "syn_inst": 2083,
  "postSynthAreaPerCell_um2": 7.42,
  "ys_seq_share_pct": 7.13,
  "yosys_cells": 2083,
  "clk_latency_ns": 0.30,
  "hp-start": "prev_data_r[15]$_DFFE_PN0P_",
  "dp_hpwl_um": 39500,
  "async_flop_share_pct": 100,
  "place.port_buffers": 83,
  "critical_path_class": "in2out",
  "syn_to_final_growth_pct": 13.6,
  "final_antenna_net_count": 0,
  "reg2reg_slack_ns": 69.55,
  "crit_path_max_incr_delay_ns": 0.67,
  "synth_chip_area_mm2": 0.0155,
  "num_rows": 82,
  "hold_path_class": "reg2reg",
  "first_global_vias": 14500,
  "cts_tree": "yes",
  "routabilityCongestion": 0.991,
  "hold_viol_final": 0,
  "synth_flops": 44,
  "cts_num_sinks": 44,
  "r2r-start": "sram_addr_r[0]$_DFF_PN0_",
  "fmax_ghz": 0.0143,
  "worst-slew-pin-transition_ns": 0.993,
  "fin_crit_ns": 70.14,
  "ioPinCount": 84,
  "wirelength_um": 49100,
  "holdPathEnd": "prev_data_r[15]$_DFFE_PN0P_",
  "r2r-end": "prev_data_r[1]$_DFFE_PN0P_",
  "layout_top_cells": "249 x nand2_1, 207 x ha_1, 155 x inv_1",
  "status": "finished, final reports clean",
  "grt_max_degree": 45,
  "ys_types": 85,
  "edf_count": 0,
  "numCtsBuffers": 5,
  "tns_ns": 0,
  "vias": 15500,
  "relSlewSlack_pct": 33.2,
  "rsz0062_at_grt": "no",
  "critPathLaunchType": "input pin",
  "warning_count": 28,
  "timing.hold.ws_ns": 0.532,
  "end_kind": "output port",
  "rr_worst_depth": 14,
  "fin_skew_ns": 0.00973,
  "num-fill-cells": 5192,
  "min_period_over_period_pct": 95.3,
  "cts-root-buf": "clkbuf_16",
  "grt_pass1_wl_um": 78900,
  "worstPathArrival_ns": 55.42,
  "clkSlewWorstSetupHoldPaths_ns": 0.07
}
-- sequential cells by signal, indices dropped and copies added (netlist names) --
signal          flops
prev_daclrck_r      1
counter_r           4
state               3
prev_data_r        16
sram_addr_r        20
-- routing by layer --
metal | GRT usage, % | part of all wire, % | vias up
met5 | 0 | 0 | -
met4 | 3.85 | 2.1 | 0
met3 | 2.82 | 7.0 | 63
met2 | 29.4 | 44 | 516
met1 | 28.1 | 47 | 7209
li1 | - | - | 7677
-- synthesized netlist by cell type (6+ instances only) --
cell type / n / area (um^2)
a41oi_1: 6 / 52.6
and2_1: 35 / 219
a31oi_1: 33 / 206
o21ai_0: 132 / 661
or2_2: 21 / 131
mux2_2: 20 / 225
o21bai_1: 7 / 52.6
or3_1: 31 / 194
a211oi_1: 8 / 60.1
o21a_1: 70 / 526
nor2b_1: 19 / 119
o22ai_1: 6 / 37.5
nor2_1: 151 / 567
nand4_1: 22 / 138
nand2_1: 249 / 935
xnor2_1: 71 / 622
inv_1: 155 / 582
a22o_1: 17 / 149
nand3b_1: 6 / 45.0
mux2i_1: 15 / 150
o221ai_1: 12 / 105
o211ai_1: 13 / 97.6
fa_1: 89 / 1780
xor2_1: 41 / 359
a21o_1: 43 / 323
o2111ai_1: 7 / 61.3
a211o_1: 7 / 61.3
dfrtp_1: 43 / 1080
o21ai_1: 10 / 50.1
o31ai_1: 8 / 60.1
nand2b_1: 44 / 275
ha_1: 207 / 2590
a22oi_1: 7 / 52.6
nand3_1: 37 / 185
nor3_1: 82 / 410
nor3b_1: 8 / 60.1
and3_1: 23 / 144
nor4_1: 15 / 93.8
clkbuf_1: 69 / 259
o311ai_0: 9 / 78.8
a21oi_1: 128 / 641
-- worst max-delay path: cells and delay by family --
kind,cells,cell delay [ns]
AOI/OAI and AO/OA,77,19.96
adders and majority gates,25,8.83
xor gates and xnor gates,4,1.29
and+or+nand+nor,35,7.49
buffers and inverters,15,2.96
-- logic make-up (layout without fill, tap and decap cells) --
group                    after synthesis  in the layout  share of synthesized area [%]
AND-OR/OR-AND                        594            594                           25.5
other                                  1             79                         0.0243
AND/OR/NAND/NOR                      763            763                           23.9
buffers and inverters                233            280                           5.72
flip-flops                            44             44                           7.13
multiplexers                          35             35                           2.43
adder cells (fa/ha/maj)              296            296                           28.3
XOR/XNOR                             117            117                           6.96
-- worst max path at each step --
| stage | cells after the start | endpoint | startpoint |
|---|---|---|---|
| finish | 156 | o_dac_data[10] | i_speed[0] |
| global route | 156 | o_dac_data[10] | i_speed[0] |
| CTS | 156 | o_dac_data[10] | i_speed[0] |
-- per-stage QoR --
step	instance area, um^2	instances	utilization [%]	setup WS [ns]
2_1_floorplan	15700	2160	-	9.47
3_3_place_gp	17400	2871	34.4	4.40
3_5_place_dp	17400	2871	34.4	3.85
4_1_cts	17500	2879	34.7	3.64
5_1_grt	17500	2879	34.8	0.179
6_report	17600	2880	34.8	3.46
-- timing repair --
item | CTS | global route
hold buffers | 0 | 0
resized | 0 | 3
setup endpoints to repair | 0 | 4
buffers inserted | 0 | 0
-- final cells by class --
type                            count  area (um^2)  share of cell area [%]
Antenna cell                        1         2.50                  0.0143
Multi-Input combinational cell   1883        13800                    78.5
Clock inverter                      3         46.3                   0.264
Tap cell                          672          841                    4.79
Sequential cell                    44         1100                    6.28
Inverter                          157          589                    3.36
Clock buffer                        5          125                   0.713
Timing Repair Buffer              115         1070                    6.07

[flow/config.mk]
export PLATFORM = sky130hd
export DESIGN_NAME = Rsa256Wrapper
export DESIGN_NICKNAME = Rsa256Wrapper
export VERILOG_FILES = /design/flow/design.v
export SDC_FILE = /design/flow/constraint.sdc
export NUM_CORES = 4
export LEC_CHECK = 1
export CORE_UTILIZATION = 40
[flow/constraint.sdc]
current_design Rsa256Wrapper

set clk_period 161.9
set clk_io_pct 0.2

create_clock -name clk0 -period $clk_period [get_ports {avm_clk}]

set non_clock_inputs [all_inputs -no_clocks]
set_input_delay [expr $clk_period * $clk_io_pct] -clock clk0 $non_clock_inputs
set_output_delay [expr $clk_period * $clk_io_pct] -clock clk0 [all_outputs]
[flow/design.v]
module ModuleProduct (
    input clk,
    input rst,
    input [255:0] N,
    input [255:0] y,
    input [  1:0] state,
    input [  1:0] state_next,
    output reg [255:0] m,
    output finished
);
    parameter IDLE = 2'b00;
    parameter PREP = 2'b01;
    parameter MONT = 2'b10;
    parameter CALC = 2'b11;
    reg  [257:0] t, t_next;
    reg  [8:0]   counter, counter_next;
    reg  [255:0] m_next;
    logic finished_w, finished_r;
    wire [257:0] twot;
    assign twot = t + t;
    assign num_256 = 8'b1000_0000;
    assign finished = (finished_r) ? 1 : 0; 
    always_comb begin 
        if(counter == 9'b100000000) finished_w = 1;
        else if (state == IDLE)     finished_w = 0;
        else                        finished_w = finished_r;
    end
    always_comb begin
        if (state_next == PREP && state == IDLE) t_next = y;
        else if (twot > N && state == PREP)     t_next = t + t - N;
        else if (twot <= N && state == PREP)    t_next = t + t;
        else                                     t_next = 256'b0;
    end
    always_comb begin
        if (state == PREP) counter_next = counter + 1'b1;
        else               counter_next = 9'b0;
    end
    always_comb begin
        if (state == PREP && counter == 9'd256 && ((m + t) >= N))    m_next = m + t -N;
        else if (state == PREP && counter == 9'd256)                 m_next = m + t;
        else if (state == PREP)                                     m_next = m;
        else                                                        m_next = 256'd0;
    end
    always_ff@(posedge clk or posedge rst) begin
        if (rst) t <= 256'b0;
        else     t <= t_next;
    end
    always_ff@(posedge clk or posedge rst) begin
        if (rst) counter <= 8'b0;
        else     counter <= counter_next;
    end
    always_ff@(posedge clk or posedge rst) begin
        if (rst) m <= 256'b0;
        else     m <= m_next;
    end
    always_ff@(posedge clk or posedge rst) begin
        if (rst) finished_r <= 8'b0;
        else     finished_r <= finished_w;
    end
endmodule
module MontgemoryAlgorithm (
    input   i_clk,
    input   i_start,
    input   i_rst,
    input   [255:0] i_N,
    input   [255:0] i_a,
    input   [255:0] i_b,
    output  [255:0] o_m,
    output  o_finished
  );
  parameter S_IDLE = 1'd0;
  parameter S_PROC = 1'd1;
  logic state_next, state;
  logic finish_w, finish_r;
  logic [257:0] o_m_w, o_m_r;
  logic [7:0] count_r, count_w;
  logic [257:0] tmp_m_w;
  logic [257:0] tmp_m_w2;
  assign o_finished = finish_r;
  assign o_m        = (finish_r==1) ? o_m_r[255:0] : 0;
  always_comb
  begin
    state_next       = state;  
    finish_w         = finish_r;
    case (state)  
    S_IDLE:begin
      finish_w       = 0;    
      state_next     = state;    
      if(i_start)begin
          state_next = S_PROC;
      end
    end
    S_PROC:begin       
      state_next     = state;
      finish_w       = finish_r; 
      if (count_r == 8'd255) begin
          state_next = S_IDLE;
          finish_w   = 1;
      end
     end
   endcase
  end
  always_comb begin 
    count_w = count_r;
    if (state == S_IDLE)    count_w = 0;
    else if(state == S_PROC)   count_w = count_r + 1;  
	  else count_w = count_r;
  end
  always_comb begin 
    tmp_m_w = o_m_r;
    tmp_m_w2 = o_m_r;
    o_m_w   = o_m_r;
    if (state == S_IDLE) begin
      tmp_m_w = 0;
      tmp_m_w2 = 0;
      o_m_w   = 0;
    end else if (state == S_PROC) begin
      tmp_m_w = o_m_r;
      if(i_a[count_r]) begin
          tmp_m_w  = o_m_r + i_b;
      end
      tmp_m_w2 = tmp_m_w >> 1 ;
      if(tmp_m_w[0] == 1)begin
          tmp_m_w2 = (tmp_m_w + i_N) >> 1 ;
      end
      o_m_w       = tmp_m_w2;
      if (count_r == 8'd255 && tmp_m_w2 >= i_N) begin
        o_m_w     = tmp_m_w2 - i_N ;
      end
    end
  end
  always_ff @(posedge i_clk or posedge i_rst)
  begin
    if(i_rst)
    begin
      state <= S_IDLE;
      o_m_r <= 0;
      count_r <= 0;
      finish_r <= 0;
    end
    else
    begin
      state <= state_next;
      o_m_r <= o_m_w;
      count_r <= count_w;
      finish_r <= finish_w;
    end
  end
endmodule
module Rsa256Core #(
	parameter Datawidth = 256
) (
	input          i_clk,
	input          i_rst,
	input          i_start,
	input  [255:0] i_a,  
	input  [255:0] i_d,  
	input  [255:0] i_n,
	output [255:0] o_a_pow_d,  
	output         o_finished
);
logic [Datawidth-1:0] t_init, t_w, t_r, m_r, m_w, mt_mont,  tt_mont, o_m_w, o_m_r;
logic [8:0]	count_w, count_r;
logic [1:0] state, state_next;
logic o_mod_finished, o_mont1_finished, o_mont2_finished, o_finished_w, o_finished_r;
logic i_mont_start_w, i_mont_start_r, i_mod_start_w, i_mod_start_r;
ModuleProduct U1(
    .clk(i_clk),
    .rst(i_rst),
    .N(i_n),
    .y(i_a),
    .state(state),
    .state_next(state_next),
    .m(t_init),
    .finished(o_mod_finished)
);
MontgemoryAlgorithm U2(
   	.i_clk(i_clk),
   	.i_start(i_mont_start_r),
    .i_rst(i_rst),
    .i_N(i_n),
    .i_a(m_r),
    .i_b(t_r),
    .o_m(mt_mont),
    .o_finished(o_mont1_finished)
);
MontgemoryAlgorithm U3(
   	.i_clk(i_clk),
   	.i_start(i_mont_start_r),
    .i_rst(i_rst),
    .i_N(i_n),
    .i_a(t_r),
    .i_b(t_r),
    .o_m(tt_mont),
    .o_finished(o_mont2_finished)
);
parameter S_IDLE = 2'd0;
parameter S_PREP = 2'd1;
parameter S_MONT = 2'd2;
parameter S_CALC = 2'd3;
assign o_finished = o_finished_r;
assign o_a_pow_d  = o_m_r  ;
always_comb begin 	
	state_next 				= state;
	i_mont_start_w 			= i_mont_start_r;
	i_mod_start_w 			= i_mod_start_r;
	o_finished_w 			= o_finished_r;
	o_m_w					= o_m_r;
	case (state)
		S_IDLE:begin
			i_mont_start_w 	= 0;
			o_finished_w 	= 0;
			o_m_w			= 0;
			state_next  	= state;
			if(i_start && o_finished == 0)begin
				state_next  = S_PREP;
				i_mod_start_w = 1;
			end
		end
		S_PREP:begin
			state_next 		= state;
			i_mont_start_w 	= i_mont_start_r;
			if(o_mod_finished)begin
				state_next     = S_MONT;
				i_mont_start_w = 1;
				i_mod_start_w  = 0;
			end
		end
		S_MONT:begin
			state_next   	= state;
			i_mont_start_w = 0;	
			if(o_mont1_finished & o_mont2_finished)begin
				state_next     = S_CALC;	
			end
		end
		S_CALC: 
			if (count_r == 9'd256) begin
				state_next = S_IDLE;
				o_m_w	   = m_r;	
				o_finished_w = 1;
				i_mont_start_w = 0;
			end 
			else begin
				state_next = S_MONT;
				i_mont_start_w = 1; 
			end
	endcase
end
always_comb begin
	count_w = count_r;
	if(state == S_IDLE)begin
		count_w = 0;
	end else if (state == S_MONT && count_r == 9'd256) begin
		count_w = 0;
	end else if(state == S_MONT && (o_mont1_finished & o_mont2_finished))begin
		count_w = count_r + 1;
	end
end
always_comb begin 
	t_w = t_r;
	if((state == S_PREP) & o_mod_finished)begin
		t_w = t_init;
	end else if (state== S_MONT && o_mont2_finished) begin
		t_w = tt_mont;
	end
end
always_comb begin 
	m_w = m_r;
	if(state == S_IDLE )begin
		m_w = 1;
	end else if(state == S_MONT && i_d[count_r]  & o_mont1_finished ) begin			
		m_w = mt_mont;				
	end 
end
always_ff @( posedge i_clk or posedge i_rst ) begin 
	if(i_rst) begin
		state <= S_IDLE;
		count_r	<= 0;
		t_r		<= 0;
		m_r		<= 1;
		i_mont_start_r <= 0;
		i_mod_start_r <= 0;
		o_finished_r <= 0;
		o_m_r		 <= 0;
	end else begin
		state <= state_next;
		count_r <= count_w;
		t_r		<= t_w;
		m_r		<= m_w;
		i_mont_start_r <= i_mont_start_w;
		i_mod_start_r <= i_mod_start_w;
		o_finished_r <= o_finished_w;
		o_m_r		 <= o_m_w;
	end
end
endmodule
module Rsa256Wrapper (
    input         avm_rst,
    input         avm_clk,
    output  [4:0] avm_address,
    output        avm_read,
    input  [31:0] avm_readdata,
    output        avm_write,
    output [31:0] avm_writedata,
    input         avm_waitrequest
);
localparam RX_BASE     = 0*4;
localparam TX_BASE     = 1*4;
localparam STATUS_BASE = 2*4;
localparam TX_OK_BIT   = 6;
localparam RX_OK_BIT   = 7;
localparam S_QUERY_RX = 0;
localparam S_READ = 1;
localparam S_CALCULATE = 2;
localparam S_QUERY_TX = 3;
localparam S_WRITE = 4;
localparam S_READ_N = 0;
localparam S_READ_D = 1;
localparam S_READ_ENC = 2;
logic [255:0] n_r, n_w, d_r, d_w, enc_r, enc_w, dec_r, dec_w;
logic [2:0] state_r, state_w;
logic [6:0] bytes_counter_r, bytes_counter_w;
logic [4:0] avm_address_r, avm_address_w;
logic avm_read_r, avm_read_w, avm_write_r, avm_write_w;
logic rsa_start_r, rsa_start_w;   
logic rsa_finished;               
logic [255:0] rsa_dec;
logic [2:0] substate_r, substate_w;
logic waiting;
logic readable;
logic status;
logic ready, not_ready;
logic ready2, not_ready2;
logic writable;
assign avm_address = avm_address_r;
assign avm_read = avm_read_r;
assign avm_write = avm_write_r;
assign avm_writedata = dec_r[247-:8];
Rsa256Core rsa256_core(
    .i_clk(avm_clk),
    .i_rst(avm_rst),
    .i_start(rsa_start_r),
    .i_a(enc_r),   
    .i_d(d_r),     
    .i_n(n_r),    
    .o_a_pow_d(rsa_dec),   
    .o_finished(rsa_finished)
);
task StartRead;
    input [4:0] addr;
    begin
        avm_read_w = 1;
        avm_write_w = 0;
        avm_address_w = addr;
    end
endtask
task StartWrite;
    input [4:0] addr;
    begin
        avm_read_w = 0;
        avm_write_w = 1;
        avm_address_w = addr;
    end
endtask
always_comb begin
    substate_w = substate_r;
    state_w = state_r;
    avm_address_w = avm_address_r;
    n_w = n_r;
    d_w = d_r;
    enc_w = enc_r;
    dec_w = dec_r;
    bytes_counter_w = bytes_counter_r;
    avm_read_w = avm_read_r;
    avm_write_w = avm_write_r;
    rsa_start_w = rsa_start_r;
	  waiting = avm_waitrequest;
    readable = avm_address_r == RX_BASE;
    status = avm_address_r == STATUS_BASE;
    ready = bytes_counter_r == 7'd31;
    not_ready = bytes_counter_r < 7'd31;
    ready2 = bytes_counter_r == 7'd30;
    not_ready2 = bytes_counter_r < 7'd30;
    writable = avm_address_r == TX_BASE;
	 case(state_r)
	 S_QUERY_RX:begin
        if (!waiting) begin
            if(status & avm_readdata[RX_OK_BIT]) begin
                StartRead(RX_BASE);
                state_w = S_READ;
            end
            else begin
                StartRead(STATUS_BASE);
                state_w = S_QUERY_RX;
            end
        end
        else begin
            StartRead(STATUS_BASE);
            state_w = S_QUERY_RX;
        end
    end
	 S_READ: begin
	     case(substate_r)
       S_READ_N:begin
            if (!waiting) begin
                if(readable & not_ready)begin
                    n_w = n_r << 8;
                    n_w[7:0] = avm_readdata[7:0];
                    bytes_counter_w = bytes_counter_r +7'd1;
                    StartRead(STATUS_BASE);
                    state_w = S_QUERY_RX;
                    substate_w = S_READ_N;
                end
                else if(readable & ready) begin
                    n_w = n_r << 8;
                    n_w[7:0] = avm_readdata[7:0];
                    bytes_counter_w = 7'd0;
                    StartRead(STATUS_BASE);
                    state_w = S_QUERY_RX;
                    substate_w = S_READ_D;
                end
            end
        end
		  S_READ_D:begin
            if (!waiting) begin
                if(readable & not_ready) begin
                    d_w = d_r << 8;
                    d_w[7:0] = avm_readdata[7:0];
                    bytes_counter_w = bytes_counter_r +7'd1;
                    StartRead(STATUS_BASE);
                    state_w = S_QUERY_RX;
                    substate_w = S_READ_D;
                end
                else if(readable & ready) begin
                    d_w = d_r << 8;
                    d_w[7:0] = avm_readdata[7:0];
                    bytes_counter_w = 7'd0;
                    StartRead(STATUS_BASE);
                    state_w = S_QUERY_RX;
                    substate_w = S_READ_ENC;
                end
            end
        end
		  S_READ_ENC: begin
            if (!waiting) begin
                if(readable & not_ready) begin
                    enc_w = enc_r << 8;
                    enc_w[7:0] = avm_readdata[7:0];
                    bytes_counter_w = bytes_counter_r +7'd1;
                    StartRead(STATUS_BASE);
                    state_w = S_QUERY_RX;
                    substate_w = S_READ_ENC;
                end
                else if(readable & ready) begin
                    enc_w = enc_r << 8;
                    enc_w[7:0] = avm_readdata[7:0];
                    bytes_counter_w = 7'd0;
                    state_w = S_CALCULATE;
                    substate_w = S_READ_ENC;
                    StartRead(STATUS_BASE);
                end
            end
      end
		  endcase
	 end
	 S_CALCULATE:begin
        rsa_start_w = 1'd1;
        if(rsa_finished)begin
            rsa_start_w = 1'd0;
            state_w = S_QUERY_TX;
            dec_w = rsa_dec;
        end
    end
	 S_QUERY_TX:begin
        if (!waiting) begin
            if(status & avm_readdata[TX_OK_BIT] == 1'b1) begin
                StartWrite(TX_BASE);
                state_w = S_WRITE;
            end
            else begin
                StartRead(STATUS_BASE);
                state_w = S_QUERY_TX;
            end
        end
        else begin
            StartRead(STATUS_BASE);
            state_w = S_QUERY_TX;
        end
    end
	 S_WRITE:begin
        if (!waiting) begin
            if(writable & not_ready2) begin
                dec_w = dec_r << 8;
                bytes_counter_w = bytes_counter_r +7'd1;
                StartRead(STATUS_BASE);
                state_w = S_QUERY_TX;
            end
            else if (writable & ready2) begin
                dec_w = dec_r << 8;
                bytes_counter_w = 7'd0;
                StartRead(STATUS_BASE);
                state_w = S_QUERY_RX;
            end
        end
    end
	 endcase
end
always_ff @(posedge avm_clk or posedge avm_rst) begin
    if (avm_rst) begin
        n_r <= 0;
        d_r <= 0;
        enc_r <= 0;
        dec_r <= 0;
        avm_address_r <= STATUS_BASE;
        avm_read_r <= 1;
        avm_write_r <= 0;
        state_r <= S_QUERY_RX;
        bytes_counter_r <= 0;
        rsa_start_r <= 0;
        substate_r <= S_READ_N;
    end else begin
        n_r <= n_w;
        d_r <= d_w;
        enc_r <= enc_w;
        dec_r <= dec_w;
        avm_address_r <= avm_address_w;
        avm_read_r <= avm_read_w;
        avm_write_r <= avm_write_w;
        state_r <= state_w;
        bytes_counter_r <= bytes_counter_w;
        rsa_start_r <= rsa_start_w;
        substate_r <= substate_w;
    end
end
endmodule
[flow/run.sh]
#!/bin/bash
# OpenROAD 26Q1-2900-gdf79404cd8, Yosys 0.63+post, stock flow scripts
make -C /OpenROAD-flow-scripts/flow DESIGN_CONFIG=/design/flow/config.mk WORK_HOME=/design/flow/orfs finish
==> impl_metrics.toml <==
# physical design summary
[critical_path]
crit_start = "avm_rst"
r2r-start = "rsa256_core.U3.count_r[0]$_DFF_PP0_"
r2r_slack_ns = 138.69
arrival_ns = 38.42
path_cells = "clkdlybuf4s50_1, inv_8, buf_4, buf_4, buf_4, buf_4, buf_4, buf_4, buf_4, buf_4"
endpoint_kind = "asynchronous set/reset pin"
crit_top_cell = "buf_4"
cp_slowest_cell = "buf_4"
cp_slowest_stage_delay_ns = 0.69
start_kind = "primary input"
required_ns = 163.03
worstPathMaxFanout = 68
r2r_end = "rsa256_core.U3.o_m_r[111]$_DFF_PP0_"
r2r.worst_path.cells = 62
critPathKind = "in2async"

[sta]
whs_ns = 0.405
grt_setup_unrepaired = "no"
finalHoldViolations = 0
worstMarginPinSlew_ns = 1.26
fmax_mhz = 26.8
max_slew_margin = 0.153
skew_ns = 0.104
finalSetupViolCount = 0
timing.final.crit_share = 0.230
layout_setup_ws_ns = 124.62
tns_ns = 0
slew_viol_final = 0
period_needed_ns = 37.29

[logic_synthesis]
ys_async_sr_fraction = 1.00
ys_sh_xor = 0.0704
ys_seq_elements = 2870
logic_family = "AND-OR/OR-AND gates"
syn_area_um2 = 284000
yosys_warnings = 5
synth-main-ff-cell = "dfrtp_1"
adder_share = 0.103
ys_sh_aoi = 0.271
simple_gate_share = 0.181
ys_sh_mux = 0.0716
top_cells_by_area = "dfrtp_1 25%, ha_1 10%, a21oi_1 8.5%, o21ai_0 6.4%, nand2_1 5.9%"
yosysCellCount = 37300
synth_cells = 37300
ys_area_um2 = 284000
syn_area_per_cell_um2 = 7.60
top_cell_area_share = 0.253
synthDistinctLibCells = 101
edf_count = 0
postSynthSeqShare = 0.253
top_area_cell = "dfrtp_1"

[finish]
design_area_um2 = 307000
fin_cells = 46000
drive_gt1_frac = 0.0744
area_growth_pct = 8.28
final_util = 0.436

[floorplan]
fp_util = 0.402
ios = 74
rows = 308
chipHeight_um = 844
core_um2 = 705000
die_w_um = 844
die-area_um2 = 713000

[hold_path]
min_to = "bytes_counter_r[5]$_DFFE_PP0P_"
hold_class = "reg2reg"
min_path_cells = 0
min_from = "bytes_counter_r[5]$_DFFE_PP0P_"

[clock_tree]
htreeDepth = 5
cts_sinks = 2870
cts_buffer_depth = 4
cts_tree = "done"
cts-resized-gates = 0
cts_setup_buffers = 0
hold_buffers = 0
cts_root_buf = "clkbuf_16"
clk_pin_slew_ns = 0.06
insertion_delay_ns = 1.15
numCtsBuffers = 368

[global_routing]
grt_pass1_wl_um = 2040000
gr-total-overflow = 0
grtUsageTotal = 0.409
grt_pass1_vias = 269000
antenna_found_initial = 115
grt_max_degree = 181

[route]
vias = 288000
routedWlPerCell_um = 31.7
ant_nets = 0
drc = 0
vias_per_cell = 6.26
wl_um = 1460000
dr.pass1.iters = 26
drt_iter0_drc = 29700

[job]
drv_cap = 0
warnings = 84

[place]
place_ws_ns = 123.35
gp_congestion = 1.11
dpl.hpwl_um = 1230000
dp.cells = 45200
portBuffers = 22
placed_area_um2 = 294000

[pwr]
pwr_density_cell_nw_per_um2 = 5.35
clkPwrFrac = 0.552
p_leak_nw = 147
peakVddDrop_uv = 8.75
netSwitchingFraction = 0.242
combinationalPowerShare = 0.011
internal_power_mw = 1.24
power_switching_mw = 0.398
p_total_mw = 1.64
pwr-share-seq = 0.437

[status]
status = "completed"
power groups by stage:
| stage | Clock [mW] | Sequential (mW) | Combinational, mW |
|---|---|---|---|
| after CTS | 0.920 | 0.718 | 0.0189 |
| after global routing | 0.945 | 0.717 | 0.0211 |
| final | 0.906 | 0.718 | 0.0181 |
how the worst max path moves through the flow:
stage         cells past startpoint                                to  slack, ns
finish                           10  rsa256_core.U1.m[37]$_DFFE_PP0P_     124.62
global route                     10  rsa256_core.U1.m[37]$_DFFE_PP0P_     123.86
CTS                              10  rsa256_core.U1.m[37]$_DFFE_PP0P_     124.52
area by class of cell:
| type | count | area, um^2 |
|---|---|---|
| Inverter | 1142 | 4310 |
| Clock buffer | 477 | 10100 |
| Fill cell | 70500 | 398000 |
| Tap cell | 9300 | 11600 |
| Timing Repair Buffer | 1015 | 7810 |
| Clock inverter | 194 | 2930 |
| Sequential cell | 2870 | 71900 |
| Multi-Input combinational cell | 30900 | 198000 |
| Antenna cell | 84 | 210 |
logic make-up after synthesis:
group           Yosys count
other cells               1
simple gates          11600
buf+inv                3603
compound gates        13000
xor+xnor               2280
flops                  2870
mux                    1699
fa+ha+maj              2319
layout by cell type, fill, tap and decap left out, types with 880 or more instances in the layout:
cell	count
xnor2_1	1428
buf_4	982
nand4_1	1244
nor2_1	3767
ha_1	2306
nand2_1	4431
dfrtp_1	2853
mux2i_1	880
inv_1	1134
a21o_1	1428
a21oi_1	4808
o21ai_0	3643
per-layer routing:
metal  vias to the layer above  GRT usage  share of wire
met5                         -    0.00533        0.00068
met4                        74      0.185          0.060
met3                      2264      0.157           0.12
met2                     12500      0.554           0.40
met1                    140000      0.584           0.43
li1                     133000          -              -
cells in the mapped netlist (134+ instances only):
library cell  number
o31ai_1          173
ha_1            2310
nor3_1           474
a21o_1          1428
and2_1           134
xor2_1           850
nand4_1         1244
nand2b_1         260
xnor2_1         1429
mux2i_1          882
o21ai_0         3647
nand3_1          363
clkbuf_1        2198
mux4_2           203
nor2_1          3770
nor2b_1          235
nand2_1         4436
o21a_1           259
a21oi_1         4810
mux2_2           612
a22o_1           263
dfrtp_1         2864
o21bai_1         756
nor4_1           162
inv_1           1137
a31oi_1          492
a21boi_0         180
state kept, by name, indices dropped and copies added, names as in the netlist, 2 cells and up:
name and count:
substate_r 3, rsa256_core.state 4, d_r 256, rsa256_core.U1.t 258, enc_r 256, rsa256_core.U2.count_r 8
rsa256_core.o_m_r 248, n_r 256, rsa256_core.U2.o_m_r 258, rsa256_core.m_r 256, rsa256_core.U3.count_r 8, bytes_counter_r 7
rsa256_core.t_r 256, rsa256_core.U3.o_m_r 258, dec_r 248, avm_address_r 2, rsa256_core.U1.m 256, state_r 5
rsa256_core.count_r 9, rsa256_core.U1.counter 9
worst max-delay path, delay by kind of cell:
family | cells | cell delay (ns)
buffers and inverters | 10 | 5.65
Power figures rest on the tool's default switching activity, not on a simulated workload.
